`flow/design.v`:
```
`timescale 1ns / 1ps
module clockdivider32(
    input wire clk,       
    output reg divided_clk = 0   
);
localparam div_value = 1561;     
integer counter_value = 0;   
always @ (posedge clk)      
    begin
        if (counter_value == div_value)
            counter_value = 0;       
        else
            counter_value <= counter_value + 1;    
    end
always @ (posedge clk)
    begin
        if (counter_value == div_value)
            divided_clk <= ~divided_clk;     
        else 
            divided_clk <= divided_clk;      
    end
endmodule
```
`flow/run.sh`:
```
#!/bin/bash
# OpenROAD 26Q1-2900-gdf79404cd8, Yosys 0.63+post, stock flow scripts
make -C /OpenROAD-flow-scripts/flow DESIGN_CONFIG=/design/flow/config.mk WORK_HOME=/design/flow/orfs finish
```
`flow/config.mk`:
```
export PLATFORM = sky130hd
export DESIGN_NAME = clockdivider32
export DESIGN_NICKNAME = clockdivider32
export VERILOG_FILES = /design/flow/design.v
export SDC_FILE = /design/flow/constraint.sdc
export NUM_CORES = 4
export LEC_CHECK = 1
export CORE_UTILIZATION = 30
```
`flow/constraint.sdc`:
```
current_design clockdivider32

set clk_period 4.4
set clk_io_pct 0.2

create_clock -name clk0 -period $clk_period [get_ports {clk}]

set non_clock_inputs [all_inputs -no_clocks]
set_input_delay [expr $clk_period * $clk_io_pct] -clock clk0 $non_clock_inputs
set_output_delay [expr $clk_period * $clk_io_pct] -clock clk0 [all_outputs]
```
==> impl_metrics.toml <==
# physical design summary
[yosys]
synth_cell_types = 25
yosys-stat-area_sq_mm = 0.00149
syn_inst = 148
ys_seq_share = 0.450
syn_area_sq_mm = 0.00149
synth_warnings = 1
ys_cells = 148
ys.flops = 33
avgSynthCellArea_sq_um = 10.1

[clock_network]
clockBufferDepth = 2
path_clk_slew_ns = 0.06
cts_resized = 0
clock-root-buffer = "clkbuf_8"
cts_setup_buffers = 0
cts_tree = "yes"
clock-sinks = 33
clock_latency_ns = 0.28
cts_buffers = 5
hold_buffers = 0
htreeDepth = 2

[status]
status = "complete, no violations"

[die]
die_h_microns = 72.5
core_area_sq_mm = 0.00475
fp_util = 0.313
ios = 2
dieWidth_microns = 72.5
std_cell_rows = 25
chip_area_sq_mm = 0.00525

[sta]
tns_ns = 0
hold_viol = 0
fmax_mhz = 514
fin_crit_ns = 1.95
fin_hold_ws_ns = 0.457
fin_crit_sh = 0.442
rsz0062_at_grt = "false"
drv_slew = 0
clock_skew_ns = 0.00734
tightest_slew_ns = 0.461
finalSetupViolCount = 0
slew_headroom = 0.691

[route]
drt_first_pass_iters = 4
drt_iter0_drc = 85
wl_per_cell_microns = 11.6
antennaDiodeCount = 0
via_per_inst = 4.60
drc_errors = 0
final_antenna_net_count = 0
vias = 1008
drt-total-wl_microns = 2550

[worst_setup_path]
crit_family = "buffers and inverters"
cp-start-kind = "flop"
worstPathArrival_ns = 1.07
worstPathCellList = "clkdlybuf4s50_1"
crit_path_top_delay_cell = "clkdlybuf4s50_1"
critical_path.max_stage_delay_ns = 0.45
worstSetupPathType = "flop to output port"
required_ns = 3.52
worst-path-buf-inv = 1
cp_max_fo = 2
cp-end-kind = "output port"

[finish]
synthToLayoutAreaGrowth_pct = 9.82
post-route-cell-area_sq_mm = 0.00164
drive_gt1_frac = 0.125
fin_util = 0.344

[placed_design]
place_area_sq_mm = 0.00156
dp_hpwl_microns = 1730
port_buffers = 1
gp_congestion = 0.852

[global_routing]
grt_pass1_vias = 917
grt_max_degree = 12
antenna_found_initial = 0
gr-usage-all-layers = 0.103
gr-total-overflow = 0
grt_pass1_wl_microns = 4220

[pwr]
power_density_mw_per_mm2 = 310
p_leak_nw = 0.662
total_power_w = 0.000507
peakVddDrop_mv = 0.0995

[hold_path]
min_path_type = "flop to flop"

[job]
log.warning_count = 26
max_cap_violations = 0
## metrics by stage
stage,setup slack [ns],cells
global route,2.40,219
global placement,2.69,212
finish,2.45,219
CTS,2.44,219
detailed placement,2.68,212
floorplan,2.80,148
## where the power goes
part | switching [W] | internal [W] | total [W]
clock network | 0.000100 | 0.000107 | 0.000208
logic | 0 | 0 | 0.000000000352
registers | 0 | 0.000300 | 0.000300
total | 0.000100 | 0.000407 | 0.000507
## per-layer routing
layer	part of all wire	wire length, microns	GRT usage	up-vias
met5	0	0	0	-
met4	0.020	50	0.0240	0
met1	0.53	1350	0.164	464
li1	-	-	-	524
met3	0.034	86	0.0225	7
met2	0.42	1060	0.144	13
## cells by family after synthesis
kind of cell / after synthesis / synth area share
xor gates and xnor gates: 30 / 0.176
adders and majority gates: 2 / 0.0168
buffers and inverters: 11 / 0.0344
DFF: 33 / 0.450
and+or+nand+nor: 72 / 0.322
## worst paths after layout
path / to / slack (ns) / startpoint / cells past startpoint
setup / recovery: divided_clk / 2.45 / divided_clk$_DFFE_PN_ / 1
hold / removal: counter_value[31]$_SDFF_PN0_ / 0.46 / counter_value[31]$_SDFF_PN0_ / 1
setup reg to reg: divided_clk$_DFFE_PN_ / 2.68 / counter_value[0]$_SDFF_PN0_ / 4
hold reg to reg: counter_value[31]$_SDFF_PN0_ / 0.46 / counter_value[31]$_SDFF_PN0_ / 1
## registers in the layout (all words and copies together), names as in the netlist
| name | cells |
|---|---|
| counter_value | 32 |
| divided_clk | 1 |
## area by class of cell
class	count	area, sq um
Timing Repair Buffer	1	10.0
Tap cell	67	83.8
Fill cell	485	3120
Inverter	7	26.3
Multi-Input combinational cell	104	768
Sequential cell	33	671
Clock inverter	1	5.00
Clock buffer	6	72.6
## cells in the final DEF (no fill, tap or decap), types with 2 or more instances in the layout
| master | instances |
|---|---|
| nor3_1 | 11 |
| dfxtp_1 | 32 |
| and4_4 | 3 |
| nor2_1 | 13 |
| nand4_1 | 7 |
| xnor2_1 | 10 |
| ha_1 | 2 |
| and3_1 | 3 |
| and4_1 | 3 |
| nand2_1 | 11 |
| nor4_1 | 4 |
| nand3_1 | 6 |
| inv_1 | 7 |
| xor2_1 | 20 |
| nand4_4 | 2 |
| clkbuf_8 | 5 |
| nor4_2 | 4 |
## Yosys cell counts
master	n	share of area
dfxtp_1	32	0.43
xor2_1	20	0.12
nor2_1	13	0.033
nand2_1	11	0.028
nor3_1	11	0.037
xnor2_1	10	0.059
inv_1	7	0.018
nand4_1	7	0.029
nand3_1	6	0.020
nor4_1	4	0.017
nor4_2	4	0.034
and3_1	3	0.013
and4_1	3	0.018
and4_4	3	0.023
buf_2	2	0.0067
ha_1	2	0.017
nand4_4	2	0.029
buf_6	1	0.0076
clkbuf_1	1	0.0025
edfxtp_1	1	0.020
nand2_2	1	0.0042
nand3_4	1	0.012
nor4_4	1	0.014
nor4b_1	1	0.0059
or4_4	1	0.0076
Power is estimated from default activity; no workload was simulated.
