## ./config.mk

```make
export PLATFORM = sky130hd
export DESIGN_NAME = PWMGEN
export DESIGN_NICKNAME = PWMGEN
export VERILOG_FILES = /design/flow/design.v
export SDC_FILE = /design/flow/constraint.sdc
export NUM_CORES = 4
export LEC_CHECK = 1
export CORE_AREA = 10 10 70 70
export DIE_AREA = 0 0 80 80
```

## ./design.v

```verilog
`timescale 1ns / 1ps
module PWMGEN(DC, PWM_out, clk, rst_n);
    input clk;
    input rst_n;
    input [7:0] DC;      
    output reg PWM_out;      
    wire [7:0] counter_out;      
    always @ (posedge clk)
        begin
            if (DC > counter_out)
                PWM_out <= 1;
            else 
                PWM_out <= 0;
        end
    counter counter_inst(
        .clk(clk),
        .counter_out(counter_out),
        .rst_n(rst_n)
    );
endmodule
`timescale 1ns / 1ps
module counter(counter_out, clk, rst_n);
    output [7:0] counter_out;
    input clk;
    input rst_n;
    reg [7:0] counter_out;
    always @ (posedge clk)
        if (rst_n)
            counter_out <= 8'b0;
        else 
            counter_out <= counter_out + 1;
endmodule
```

## ./run.sh

```bash
#!/bin/bash
# OpenROAD 26Q1-2900-gdf79404cd8, Yosys 0.63+post, stock flow scripts
make -C /OpenROAD-flow-scripts/flow DESIGN_CONFIG=/design/flow/config.mk WORK_HOME=/design/flow/orfs finish
```

## ./constraint.sdc

```tcl
current_design PWMGEN

set clk_period 1.6
set clk_io_pct 0.2

create_clock -name clk0 -period $clk_period [get_ports {clk}]

set non_clock_inputs [all_inputs -no_clocks]
set_input_delay [expr $clk_period * $clk_io_pct] -clock clk0 $non_clock_inputs
set_output_delay [expr $clk_period * $clk_io_pct] -clock clk0 [all_outputs]
```

==> run summary <==
Summary of implementation figures.

Status
The flow ran to the end, and the final reports show no timing, DRC or antenna violations.

Die
Per the OpenROAD floorplan log, the width of the die is approximately 80 µm. During I/O placement, the number of pins put on the boundary was 11. The area of the placeable core is 0.003416 mm². The initialized floorplan defines 21 standard-cell rows. The initial standard-cell utilization of the core is between 10% and 20%. The die covers approximately 0.0064 mm². The die boundary height is 80 µm.

Worst hold path
Along the worst hold path, the cell count comes to 2. The worst min-delay path endpoint is counter_inst.counter_out[5]. Note that the worst hold path type here is reg2reg.

The startpoint of the most critical hold path is counter_inst.counter_out[5].

Final timing
The worst slew slack as a fraction of its limit is 81.23%. The number of max-slew violations in the final report is 0. Setup repair after global routing left no endpoint under its margin.

The hold violation count in the final report is 0. The portion of the clock cycle consumed by the worst path in the final layout is between 90% and 100%. In the final timing run, aggregate negative setup slack is 0 ns. The maximum operating frequency is a little under 700 MHz. On the final layout, the worst hold slack is around 0.5 ns. The minimum clock period after layout is 1.463 ns. The final worst clock skew is a little over 0.003 ns.

The final setup violation count is 0. The transition at the pin with the smallest max-transition slack is approximately 0.28 ns.

Logic synthesis
The mean post-synth cell area is ~9.3 µm². The number of synthesized register bits is 9. Post-synthesis, Yosys gives the total cell area as 539.3 µm². The instance tally after logic synthesis is 58. The count of warnings emitted by yosys is 2. The register share after synthesis is approximately a third. After synthesis the cells add up to 539.3 µm². The number of cells reported by Yosys stat comes to between 50 and 60. The count of cell types in the netlist is 21.

Clock network
The CTS H-tree depth is 1. Per the post-CTS timing run, clock transition at the registers of the reported paths is 0.06 ns. The TritonCTS clock tree is done. The clock drives 9 sinks.

The number of post-CTS setup repair buffers is 0. The number of gates resized after CTS was 0. The number of hold buffers added after CTS was 0. The total CTS buffers is 3. The clock insertion delay at the later pin of the skew report is 0.26 ns. The clock passes through at most 2 buffers.

The clock tree root buffer cell is sky130_fd_sc_hd__clkbuf_4.

Setup path
The worst-case register-to-register setup slack is 0.19 ns. STA classifies the critical path endpoint as a flop. The critical path endpoint has a required time of between 1.5 and 2 ns. Looking at the critical path, the highest net fanout was 2. At the worst endpoint, the arrival time is ~1.6 ns. In this run the critical register-to-register path is launched from counter_inst.counter_out[4]. The critical path launch point type is an input port. The number of cells on the worst reg-to-reg path is 5.

The worst setup path is of the in2reg kind. The end of the worst register-to-register path is PWM_out.

Power
The switching component of the power was reported as 0.1155 mW. The worst-case IR drop observed on VDD is between 0.1 and 0.15 mV. The combinational cell fraction of total power is 16.4%. Per report_power, the sequential group accounts for 48.3% of the total.

The leakage component of the power was reported as 0.2803 nW. Per the summary, power density relative to cell area is roughly 670 mW/mm². The design internal power is roughly 0.38 mW.

The net switching fraction of the power is 23.36%. The clock network is responsible for 35.4% of the overall power.

Global routing
The largest net degree at the start of global routing is 9. The first global-routing pass estimated about 1800 µm of wire. Summed over all layers, the global routing overflow is 0. The initial antenna violation count is 0. In the global route stage, overall resource usage came out at under 10%. The via count of the first global-routing pass is ~410.

Cells and area
Per the run report, area growth between synthesis and finish was 36.19%. The non-filler instance count after layout is about 120. Counting the fill cells in the layout gives 376. The multi-input combinational cells in the finished layout cover a total of around 330 µm². The storage element area is 180.2 µm².

The share of final-layout standard cells stronger than drive strength 1 is under 10%.

Drt
Dividing the detail-routed via count by the number of cells gives roughly 3.7. The total inserted antenna cells is 0. The number of design-rule violations left by the first detailed-router iteration is 19. TritonRoute reported its final design rule violation total as 0. The number of detailed-routing iterations run before antenna repair is 3. Nets still carrying antenna violations after routing amount to 0. Wires add up to about 1000 µm. The average wire per cell in the routed design is around 8.8 µm. The number of vias in the routed layout is 441.

Placement
The weighted congestion reported at the end of routability-driven placement is about 0.80. The number of cells after detailed placement is 115. The HPWL reported at the end of detailed placement is just under 900 µm.

The count of buffers from port buffering is 10.

Flow run
Max-cap violations in this run came to 0. In this run the tools logged warnings totalling 25.
-- critical path: stages --
cell,delay (ns)
sky130_fd_sc_hd__clkdlybuf4s50_1,0.41
sky130_fd_sc_hd__ha_1,0.30
sky130_fd_sc_hd__nor2b_1,0.13
sky130_fd_sc_hd__o21ai_0,0.12
sky130_fd_sc_hd__a21boi_0,0.10
sky130_fd_sc_hd__o31a_1,0.23
-- cell usage after synthesis --
library cell	n	share of area, %
sky130_fd_sc_hd__a211oi_1	1	1.4
sky130_fd_sc_hd__a21boi_0	1	1.4
sky130_fd_sc_hd__a21oi_1	2	1.9
sky130_fd_sc_hd__and2_1	1	1.2
sky130_fd_sc_hd__and3_1	1	1.2
sky130_fd_sc_hd__and4_1	1	1.6
sky130_fd_sc_hd__clkbuf_1	1	0.70
sky130_fd_sc_hd__dfxtp_1	9	33
sky130_fd_sc_hd__ha_1	9	21
sky130_fd_sc_hd__inv_1	8	5.6
sky130_fd_sc_hd__nand2_1	1	0.70
sky130_fd_sc_hd__nand3_1	1	0.93
sky130_fd_sc_hd__nand3_4	1	3.2
sky130_fd_sc_hd__nand4_1	1	1.2
sky130_fd_sc_hd__nor2_1	7	4.9
sky130_fd_sc_hd__nor2b_1	2	2.3
sky130_fd_sc_hd__nor4_4	1	3.9
sky130_fd_sc_hd__o21ai_0	3	2.8
sky130_fd_sc_hd__o31a_1	1	1.6
sky130_fd_sc_hd__or3_1	1	1.2
sky130_fd_sc_hd__xnor2_1	5	8.1
-- cell usage in the layout (no fill, tap or decap) --
master,count
sky130_fd_sc_hd__nand3_1,1
sky130_fd_sc_hd__clkbuf_4,3
sky130_fd_sc_hd__a21oi_1,2
sky130_fd_sc_hd__ha_1,9
sky130_fd_sc_hd__nand2_1,1
sky130_fd_sc_hd__nor2_1,7
sky130_fd_sc_hd__buf_4,2
sky130_fd_sc_hd__or3_1,1
sky130_fd_sc_hd__inv_1,8
sky130_fd_sc_hd__a21boi_0,1
sky130_fd_sc_hd__xnor2_1,5
sky130_fd_sc_hd__clkdlybuf4s50_1,10
sky130_fd_sc_hd__and2_1,1
sky130_fd_sc_hd__nand3_4,1
sky130_fd_sc_hd__nor2b_1,2
sky130_fd_sc_hd__clkbuf_1,1
sky130_fd_sc_hd__nor4_4,1
sky130_fd_sc_hd__and3_1,1
sky130_fd_sc_hd__nand4_1,1
sky130_fd_sc_hd__a211oi_1,1
sky130_fd_sc_hd__dfxtp_1,9
sky130_fd_sc_hd__o31a_1,1
sky130_fd_sc_hd__o21ai_0,3
sky130_fd_sc_hd__and4_1,1
-- registers in the layout, summed over array words and instances, names as in the netlist --
signal,count
counter_inst.counter_out,8
PWM_out,1
-- logic make-up after synthesis --
group | after synthesis | synth area share [%]
compound gates | 8 | 9.049
fa+ha+maj | 9 | 20.88
simple gates | 18 | 22.28
flops | 9 | 33.41
buf+inv | 9 | 6.264
xor+xnor | 5 | 8.120
-- worst max path at each step --
| stage | from | endpoint | slack [ns] | cells past startpoint |
|---|---|---|---|---|
| final | DC[1] | PWM_out | 0.14 | 6 |
| after CTS | DC[1] | PWM_out | 0.13 | 6 |
| after global routing | DC[3] | PWM_out | 0.06 | 6 |
-- per-stage QoR --
stage / total power [mW] / setup slack (ns) / area [µm²] / util (%)
2_1_floorplan: 0.2825 / 0.2469 / 539.3 / -
3_3_place_gp: 0.3236 / -0.1190 / 708.2 / 20.73
3_5_place_dp: 0.3258 / -0.1387 / 708.2 / 20.73
4_1_cts: 0.5053 / 0.1327 / 734.5 / 21.50
5_1_grt: 0.5271 / 0.06270 / 734.5 / 21.50
6_report: 0.4946 / 0.1374 / 734.5 / 21.50
-- per-layer routing --
metal | part of all wire [%] | track usage [%]
met5 | 0 | 0
met4 | 1.1 | 0.8803
met3 | 8.0 | 1.705
met2 | 45 | 5.136
met1 | 46 | 4.102
-- power by group through the flow --
stage	registers [mW]	clock network, mW	logic (mW)
5_1_grt	0.240	0.195	0.0925
6_report	0.239	0.175	0.0809
4_1_cts	0.239	0.184	0.0824
-- final cells by class --
class | instances | share of cell area (%)
multi-input cells | 40 | 44.29
well taps | 46 | 7.836
inverters | 8 | 4.089
flip-flops and latches | 9 | 24.53
repair buffers | 12 | 15.67
clock buffers | 4 | 3.578
Power figures rest on the tool's default switching activity, not on a simulated workload.
