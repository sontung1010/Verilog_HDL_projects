==> /design/flow/run.sh <==
#!/bin/bash
# OpenROAD 26Q1-2900-gdf79404cd8, Yosys 0.63+post, stock flow scripts
make -C /OpenROAD-flow-scripts/flow DESIGN_CONFIG=/design/flow/config.mk WORK_HOME=/design/flow/orfs finish
==> /design/flow/config.mk <==
export PLATFORM = sky130hd
export DESIGN_NAME = AdderTop
export DESIGN_NICKNAME = AdderTop
export VERILOG_FILES = /design/flow/design.v
export SDC_FILE = /design/flow/constraint.sdc
export NUM_CORES = 4
export LEC_CHECK = 1
export CORE_AREA = 10 10 70 70
export DIE_AREA = 0 0 80 80
==> /design/flow/design.v <==
module AdderTop(Output,Sw0, Sw1, Sw2, Sw3, Sw4, Sw5, Sw6, Sw7, Btn0 );
    output [4:0]  Output;
    input 			Sw0;
    input 			Sw1;
    input 			Sw2;
    input 			Sw3;
    input           Sw4;
    input           Sw5;
    input           Sw6;
    input           Sw7;
	input			Btn0;
wire [3:0] OpX;  
wire [3:0] OpY;  
wire [3:0] Sum;  
wire Cout;  
wire Cin;   
wire [4:0] DispData;
assign DispData[4] = Cout;
assign DispData[3:0] = Sum;
InputRead In0(Sw0,Sw1,Sw2,Sw3,Sw4,Sw5,Sw6,Sw7,Btn0,OpX,OpY,Cin);  
FourBitAdder	Add1(Sum, Cout, OpX, OpY, Cin);
DispOut	DO(Output,DispData);
endmodule
module DispOut(DataOut,DataIn);
	output [4:0]	DataOut; 
	input  [4:0] 	DataIn;
not(DataOut[0],DataIn[0]);
not(DataOut[1],DataIn[1]);
not(DataOut[2],DataIn[2]);
not(DataOut[3],DataIn[3]);
not(DataOut[4],DataIn[4]);
endmodule
`timescale 1ns / 1ps
module FourBitAdder( RCOSum, RCOCarryOut, RCOAddX, RCOAddY, RCOCarryIn);
    output [3:0]  RCOSum;
    output 		  RCOCarryOut;
    input [3:0]   RCOAddX;
    input [3:0]   RCOAddY;
	input		  RCOCarryIn;
wire C1;
wire C2;
wire C3;
FullAdder	RCO_FA0(RCOSum[0],C1,RCOAddX[0],RCOAddY[0],RCOCarryIn),
			RCO_FA1(RCOSum[1],C2,RCOAddX[1],RCOAddY[1],C1),
			RCO_FA2(RCOSum[2],C3,RCOAddX[2],RCOAddY[2],C2),
			RCO_FA3(RCOSum[3],RCOCarryOut,RCOAddX[3],RCOAddY[3], C3);
endmodule
`timescale 1ns / 1ps
module FullAdder( Sum, Cout, Xin, Yin, Cin);
    input Xin;
    input Yin;
    input Cin;
    output Sum;
    output Cout;
wire S1;  
wire C1;  
wire C2;  
HalfAdder HA1(S1,C1,Xin,Yin);
HalfAdder HA2(Sum,C2,S1,Cin);
or G1(Cout,C2,C1);
endmodule
module HalfAdder(SumHalf, CarryHalf,Xhalf, Yhalf);
    output SumHalf;
    output CarryHalf;
	input Xhalf;
    input Yhalf;							
	xor(SumHalf,Xhalf,Yhalf);  
	and(CarryHalf,Xhalf,Yhalf);  
endmodule
module InputRead(Sw0, Sw1, Sw2, Sw3, Sw4, Sw5, Sw6, Sw7, Btn0, InputX, InputY, Cin);
    input Sw0;
    input Sw1;
    input Sw2;
    input Sw3;
    input Sw4;
    input Sw5;
    input Sw6;
    input Sw7;
 	input Btn0;
    output [3:0] InputX;
    output [3:0] InputY;
	output       Cin;
    assign InputX[0] = Sw0,
	       InputX[1] = Sw1,
	       InputX[2] = Sw2,
	       InputX[3] = Sw3;
    assign InputY[0] = Sw4,
	       InputY[1] = Sw5,
	       InputY[2] = Sw6,
	       InputY[3] = Sw7;
not(Cin,Btn0);
endmodule
==> /design/flow/constraint.sdc <==
current_design AdderTop

set clk_period 4.2
set clk_io_pct 0.2

create_clock -name clk0 -period $clk_period

set non_clock_inputs [all_inputs -no_clocks]
set_input_delay [expr $clk_period * $clk_io_pct] -clock clk0 $non_clock_inputs
set_output_delay [expr $clk_period * $clk_io_pct] -clock clk0 [all_outputs]
==> flow_summary_export.csv <==
group,metric,value,unit
outcome,status,"finished, final reports clean",
synthesis,synth_cells,12,
floorplan,pin_count,14,
drt,wl_met3,99,µm
drt,antennaDiodeCount,0,
grt,grt_pass1_vias,147,
flow_run,drv_cap,0,
worst_setup_path,cp_data_required_time,3.36,ns
floorplan,core,3420,µm²
worst_setup_path,startpoint_type,"input port",
worst_setup_path,cp.arrival,3.16,ns
drt,wl,534,µm
sta,period_used_share,0.953,
cells_and_area,drive_gt1_frac,0.115,
drt,drc,0,
synthesis,yosys_warnings,0,
cells_and_area,post-route-util,0.0927,
sta,min_period,4.00,ns
synthesis,yosysCellCount,12,
sta,setup-tns-final,0,ns
worst_setup_path,critPathCaptureType,"primary output",
grt,antenna_found_initial,0,
power,p_leak,0.135,nW
power,power_density,101,nW/µm²
drt,wl_per_cell,7.42,µm
drt,vias,126,
cells_and_area,clock_buffer_count,0,
power,seq_power_share,0,
sta,maxSlewViolCount,0,
grt,grt-ovfl-total,0,
sta,fmaxAchievable,250,MHz
floorplan,dieArea,6400,µm²
synthesis,netlist_area,110,µm²
worst_hold_path,min_path_type,"input port to primary output",
worst_hold_path,hp-start,"Sw7",
floorplan,num_rows,21,
worst_setup_path,crit_fanout,1,
power,swShare,0.271,
synthesis,yosysUniqueCellTypes,2,
grt,grt_pass1_wl,786,µm
place,gp_congestion,0.654,
worst_setup_path,crit_path_start,"Sw4",
synthesis,yosysSeqAreaShare,0,
drt,wl_met2,235,µm
floorplan,die_h,80,µm
synthesis,syn_area_per_cell,9.18,µm²
sta,worst_pin_slew,0.101,ns
drt,antenna_left,0,
power,switchingPower,8.67,µW
sta,grt_setup_unrepaired,"no",
place,port_buffers,14,
sta,slew_headroom,0.933,
floorplan,die_w,80,µm
clock_tree,cts_hold_buf,0,
worst_setup_path,criticalPathCategory,"input port to primary output",
cells_and_area,syn_to_final_growth,187,%
clock_tree,postCtsSetupRepairBufs,0,
grt,grt.total_usage,0.0165,
drt,wl_met1,199,µm
grt,grt_max_degree,2,
drt,viasPerCell,1.75,
synthesis,ys_chip_area,110,µm²
place,dp.cells,72,
drt,dr.max_layer_used,"met3",
power,ir_drop,0.0147,mV
power,p_int,23.3,µW
flow_run,warnings,32,
cells_and_area,fin_cells,72,
cells_and_area,nFlopsAndLatches,0,
cells_and_area,regArea,0,µm²
sta,setup-violations-final,0,
floorplan,initial_core_util,0.0322,
sta,hold_viol,0,
power,combPwrFrac,1.000,
power,p_clk_frac,0,
drt,drtPass1Iterations,1,
drt,first_iter_violations,0,
[critical path, cell delays in order]
cell and delay [ns]:
clkdlybuf4s50_1 0.47, inv_1 0.06, fa_2 0.36, fa_2 0.37
fa_2 0.37, fa_1 0.50, dlygate4sd2_1 0.20
[cells in the final DEF (no fill, tap or decap)]
cell,Yosys,routed
dlymetal6s2s_1,0,1
dlygate4sd2_1,0,1
fa_2,0,3
clkdlybuf4s50_1,0,12
inv_1,8,8
fa_1,4,1
[metrics by stage]
stage          worst slack, ns  hold WS (ns)  cell area, µm²  total power, mW
2_1_floorplan            0.851          1.78             110          0.00465
3_3_place_gp            -0.158          2.78             308           0.0334
3_5_place_dp            -0.173          2.79             308           0.0336
4_1_cts                 0.0406          2.51             314           0.0336
5_1_grt                  0.101          2.49             317           0.0367
6_report                 0.198          2.42             317           0.0320
[cell families after synthesis]
kind of cell and share of synthesized area:
buf+inv 0.273, fa+ha+maj 0.727
[what timing repair did]
item | CTS | global route
gates cloned | 0 | 0
endpoints found under the setup margin | 2 | 1
pin swaps | 4 | 0
resized | 4 | 1
[final cells by class]
type	count	area [µm²]
well taps	46	57.6
fillers	402	3100
repair buffers	14	141
multi-input cells	4	87.6
inverters	8	30.0
[final timing paths]
| kind | cells after the start | to | slack (ns) |
|---|---|---|---|
| hold / removal | 4 | Output[4] | 2.42 |
| setup / recovery | 7 | Output[3] | 0.20 |
[layer usage]
layer  vias to the layer above  GRT usage
met5                         -          0
met4                         0          0
met3                         0     0.0125
met2                         8     0.0265
met1                        62     0.0180
li1                         56          -
[power groups by stage]
stage | Clock [mW] | Sequential, mW | Combinational (mW)
4_1_cts | 0 | 0 | 0.0336
5_1_grt | 0 | 0 | 0.0367
6_report | 0 | 0 | 0.0320
[cell usage after synthesis]
cell type,instances,share of area
inv_1,8,0.27
fa_1,4,0.73
Power figures rest on the tool's default switching activity, not on a simulated workload.
